File: run.sh
#!/bin/bash
# OpenROAD 26Q1-2900-gdf79404cd8, Yosys 0.63+post, stock flow scripts
make -C /OpenROAD-flow-scripts/flow DESIGN_CONFIG=/design/flow/config.mk WORK_HOME=/design/flow/orfs finish
File: design.v
module AudRecorder (
	input i_rst_n, 
	input i_clk,
	input i_lrc,
	input i_start,
	input i_data, 
	output [19:0] o_address, 
	output [15:0] o_data, 
    output [5:0] o_run_time,
	output o_done,
    output [3:0] o_led,
    output o_SRAM_WE
);
parameter S_IDLE = 2'd0;
parameter S_WAIT = 2'd1;
parameter S_STORE = 2'd2;
parameter S_DONE = 2'd3;
logic [1:0] state_w, state_r;
logic [20:0] address_w, address_r;   
logic [5:0] bits_number_w, bits_number_r;  
logic prev_lrc_w, prev_lrc_r;
logic done_w, done_r;
logic signed [15:0] mic_data_w, mic_data_r;
logic signed [15:0] sram_data_w, sram_data_r;  
logic data_ready_w, data_ready_r;  
logic [5:0] run_time_r, run_time_w;
logic [3:0] led_r, led_w;
assign o_data = mic_data_r;
assign o_address = address_r[19:0];
assign o_led = led_r;
assign o_done = done_r;
assign o_SRAM_WE = (state_r != S_STORE);
assign o_run_time = run_time_r;
always_comb begin
    run_time_w = address_r >>15;
    state_w = state_r;
    case (state_r)
        S_IDLE: begin
            if(i_start) begin
                state_w = S_WAIT;
            end
        end 
        S_WAIT: begin
            if(prev_lrc_r && (!i_lrc))begin  
                state_w = S_STORE;
            end
        end
        S_STORE: begin
            if(address_r == 1048575) begin
                state_w = S_DONE;
            end
            if(bits_number_r == 15) begin
                state_w = S_WAIT;
            end
        end
        S_DONE: begin
            state_w = state_r;
        end
    endcase
end
always_comb begin
    prev_lrc_w = i_lrc;
    done_w = done_r;
    address_w = address_r;
    mic_data_w = mic_data_r;
    sram_data_w = sram_data_r;
    bits_number_w = bits_number_r;
    data_ready_w = data_ready_r;
    led_w = led_r;
    case (state_r)
        S_IDLE: begin
           address_w = 0;
           data_ready_w = 0; 
           bits_number_w = 0;
           led_w = 4'b0001;
        end 
        S_WAIT: begin
            if(prev_lrc_r && (!i_lrc))begin  
                sram_data_w = mic_data_r;
            end
            if(address_r > 5) begin
                led_w = 4'b0011;
            end
        end
        S_STORE: begin
            bits_number_w = bits_number_r + 1;
            mic_data_w[bits_number_r] = i_data;
            if(bits_number_r == 15) begin
                bits_number_w = 0;
                data_ready_w = 1;
                address_w = address_r + 1;
            end
        end
        S_DONE: begin
            led_w = 4'b1111;
            if(prev_lrc_r && (!i_lrc))begin
                done_w = 1;
            end
        end
    endcase
end
always_ff @(posedge i_clk or negedge i_rst_n) begin
    if(!i_rst_n) begin
        state_r <= S_IDLE;
        prev_lrc_r <= 0;
        done_r <= 0;
        address_r <= 0;
        mic_data_r <= 0;
        sram_data_r <= 0;
        bits_number_r <= 0;
        data_ready_r <= 0;
        led_r <= 0;
        run_time_r <= 0;
    end else begin
        state_r <= state_w;
        prev_lrc_r <= prev_lrc_w;
        done_r <= done_w;
        address_r <= address_w;
        run_time_r <= run_time_w;
        mic_data_r <= mic_data_w;
        sram_data_r <= sram_data_w;
        bits_number_r <= bits_number_w;
        data_ready_r <= data_ready_w;
        led_r <= led_w;
    end
end
endmodule
File: config.mk
export PLATFORM = sky130hd
export DESIGN_NAME = AudRecorder
export DESIGN_NICKNAME = AudRecorder
export VERILOG_FILES = /design/flow/design.v
export SDC_FILE = /design/flow/constraint.sdc
export NUM_CORES = 4
export LEC_CHECK = 1
export CORE_UTILIZATION = 30
export SYNTH_HDL_FRONTEND = slang
File: constraint.sdc
current_design AudRecorder

set clk_period 4.1
set clk_io_pct 0.2

create_clock -name clk0 -period $clk_period [get_ports {i_clk}]

set non_clock_inputs [all_inputs -no_clocks]
set_input_delay [expr $clk_period * $clk_io_pct] -clock clk0 $non_clock_inputs
set_output_delay [expr $clk_period * $clk_io_pct] -clock clk0 [all_outputs]
==> run summary <==
Results of the flow run.

After layout, the worst setup slack is 1.69 ns. The global route total overflow stands at 0. The pin slew with the least headroom to its limit stands at 0.746 ns. The final route contains around 2200 vias.

Ranked by total cell area, the synthesized netlist is headed by sky130_fd_sc_hd__dfrtp_1 (48%), sky130_fd_sc_hd__mux2_2 (5.7%), sky130_fd_sc_hd__buf_4 (5.6%). Counting flops and latches in the post-synthesis netlist gives 58. Per STA, the worst path is made up of or3_1 -> clkdlybuf4s50_1.

Per the post-route antenna check, the number of violating nets is 0. Entering global routing, the biggest net connects 35 pins. Summed over all routing layers, the global router reports a total usage of 13.6%. The worst reg-to-reg setup slack stands at 2.11 ns.

Along the worst path, the maximum fanout reaches 5. The number of design-rule violations left by the first detailed-router iteration stands at 94. The distinct cell type count after synthesis stands at 50. For reference, the post-synthesis area per instance comes to 10.1 sq um. The initial utilization of the core area, before any placement, comes to between 30% and 40%. The number of gates resized after CTS stands at 0.

The first global-routing pass estimated 10.8 mm of wire. The worst register-to-register path ends at address_r[9]. The data arrival time of the critical path stands at roughly 1.6 ns.

Buffers added to address setup during post-CTS repair amount to 0. The full die area stands at ~0.010 sq mm. The number of detailed-route iterations in the first pass stands at 5. The number of setup violations in the final report stands at 0. The flow ran to the end, and the final reports show no timing, DRC or antenna violations.

The number of antenna diodes in the final layout is 0. Across all stage logs, warnings added up to 29. The most critical setup path has its startpoint at state_r[2]. Pins over their slew limit in the final report were tallied at 0. The clock latency of the later-clocked register in the worst-skew pair stands at 0.34 ns. According to the floorplan report, the die width is ~100 um.

The clock drives just under 60 sinks. The I/O pin count stands at 53. The maximum clock frequency stands at roughly 0.42 GHz. Synthesis produced 292 cells. After layout, the setup clock skew is reported as 0.00601 ns.

The number of CTS-inserted buffers stands at 9. The power density over the cells stands at 520 mW/mm^2. Per the Yosys statistics, synthesis produced just under 300 cells. Among all cell types in the netlist, the one instantiated most often is sky130_fd_sc_hd__dfrtp_1. Looking at the clock tree report, the H-tree level count equals 3. The number of hold buffers added after CTS was 0. For the worst setup path, the data required time is approximately 3.3 ns. Looking at the setup timing report, the critical path kind is reg -> out. The worst setup path is launched from a flip-flop. The slowest stage of the critical path is the sky130_fd_sc_hd__dfrtp_1 cell. The critical path's largest stage delay stands at 0.42 ns. Hold-check failures listed in the final report amount to 0. The stat command in Yosys gives a chip area of 0.00295 sq mm. The post-route netlist has 12.4% of its cells at a drive strength greater than 1. Yosys reports that the leading cell type by area covers 48.3% of the netlist area. According to the floorplan report, the placeable core area is 0.00937 sq mm. The synthesized design spends more area on one cell type than any other, namely sky130_fd_sc_hd__dfrtp_1. Per the timing report, the most critical flop-to-flop path originates at bits_number_r[0]. The die height stands at 101 um.

The pre-CTS setup slack stands at 2.05 ns. The clock slew seen by the registers of the worst setup and hold paths stands at 0.06 ns. The relative max-transition margin stands at 50.3%. No sink is reached through more buffers than the 2 on the longest clock path. The number of violations of the max-capacitance limit stands at 0. The worst hold path belongs to the class in -> async.

The share of flip-flops with an asynchronous set or reset after synthesis stands at 100%. TritonCTS built the clock tree. For this run, design rule violations remaining after detail routing come to 0.

After synthesis, the most frequently instantiated cells are sky130_fd_sc_hd__dfrtp_1 (57), sky130_fd_sc_hd__nand2_1 (31), sky130_fd_sc_hd__nor2_1 (23). In this run, synthesis inferred 0 flip-flops with an integrated enable. The final HPWL from detailed placement stands at roughly 4.4 mm.

Setup repair after global routing left no endpoint under its margin. The worst setup path is captured at a primary output. The final worst-path cycle share stands at 58.7%. The layout overhead on the synthesized area stands at 24.0%. The initial antenna violation count is 0. The placement report lists the number of port buffers as 52. Row generation in the floorplan step produced 35 rows. The commonest register cell is sky130_fd_sc_hd__dfrtp_1.

In this run the clock root is driven by a sky130_fd_sc_hd__clkbuf_8. The number of global-route vias before repair stands at ~2200. The weighted congestion reported at the end of routability-driven placement stands at 0.804.

After layout, the minimum clock period comes to 2.41 ns. Using the TritonRoute via totals, the vias-per-cell ratio works out to approximately 4.8. Summing every instance area after synthesis gives ~0.003 sq mm.

The synthesis log from Yosys contains 0 warnings. The routed length per placed instance stands at 14.1 um. Setup total negative slack on the finished layout was measured at 0 ns. Across the VDD grid, the largest voltage drop is 151 uV. The share of synthesized area occupied by flip-flops and latches stands at between 40% and 50%. For this design the static power due to leakage is about 1.5 nW. The count of cells along the worst register-to-register path stands at 5. The routed wire length stands at 6.47 mm.
## critical path: cells and delay by family, from the launching register on
family / cells / cell delay (ns)
and+or+nand+nor: 1 / 0.41
buffers and inverters: 1 / 0.42
DFF: 1 / 0.42
## flip-flops by register name (all words and copies together) (netlist names)
signal	flops
o_run_time	6
bits_number_r	6
state_r	4
o_led	3
address_r	21
prev_lrc_r	1
o_data	16
o_done	1
## area by class of cell
type | instances | area [sq um]
tap | 129 | 161
timing repair buffer | 54 | 531
fill | 917 | 5710
inverter | 8 | 30.0
clock inverter | 1 | 30.0
clock buffer | 14 | 193
sequential | 58 | 1450
multi-input combinational | 195 | 1260
## logic make-up after synthesis
| kind of cell | count (synthesis) | synth area share (%) |
|---|---|---|
| buffers and inverters | 39 | 7.97 |
| DFF | 58 | 49.2 |
| xor gates and xnor gates | 4 | 1.19 |
| AOI/OAI and AO/OA | 52 | 11.1 |
| muxes | 17 | 6.44 |
| adders and majority gates | 6 | 2.54 |
| and+or+nand+nor | 116 | 21.6 |
## metrics by stage
stage	hold WS (ns)	area (sq um)	cells	util (%)	power (mW)
floorplan	0.404	2950	292	-	1.06
global placement	0.452	3440	444	36.7	1.34
detailed placement	0.450	3440	444	36.7	1.34
CTS	0.467	3660	459	39.1	1.94
global route	0.481	3660	459	39.1	2.04
finish	0.465	3660	459	39.1	1.90
## cells in the final DEF, fill, tap and decap left out, types with 2 or more instances in the layout
| master | n |
|---|---|
| sky130_fd_sc_hd__nor2_1 | 23 |
| sky130_fd_sc_hd__ha_1 | 6 |
| sky130_fd_sc_hd__nor2b_1 | 4 |
| sky130_fd_sc_hd__nor3_1 | 3 |
| sky130_fd_sc_hd__o21ai_0 | 14 |
| sky130_fd_sc_hd__dfrtp_1 | 57 |
| sky130_fd_sc_hd__or2_2 | 2 |
| sky130_fd_sc_hd__a21o_1 | 3 |
| sky130_fd_sc_hd__nand3_1 | 9 |
| sky130_fd_sc_hd__xnor2_1 | 2 |
| sky130_fd_sc_hd__clkdlybuf4s50_1 | 51 |
| sky130_fd_sc_hd__xor2_1 | 2 |
| sky130_fd_sc_hd__clkbuf_8 | 14 |
| sky130_fd_sc_hd__and4_1 | 3 |
| sky130_fd_sc_hd__buf_4 | 2 |
| sky130_fd_sc_hd__mux2_2 | 15 |
| sky130_fd_sc_hd__or4_1 | 9 |
| sky130_fd_sc_hd__o31ai_1 | 9 |
| sky130_fd_sc_hd__nand2b_1 | 5 |
| sky130_fd_sc_hd__inv_1 | 8 |
| sky130_fd_sc_hd__and2_1 | 3 |
| sky130_fd_sc_hd__nand4_1 | 5 |
| sky130_fd_sc_hd__or3_1 | 5 |
| sky130_fd_sc_hd__o211ai_1 | 2 |
| sky130_fd_sc_hd__a21oi_1 | 14 |
| sky130_fd_sc_hd__nor4_1 | 5 |
| sky130_fd_sc_hd__nand2_1 | 31 |
## layer usage
metal	vias up	part of all wire (%)	track usage [%]
met5	-	0	0
met4	0	1.3	2.23
met3	9	4.1	2.73
met2	41	47	20.6
met1	1082	48	21.1
li1	1091	-	-
## worst max-delay path by stage
stage / to / slack, ns / cells after the start
after global routing: o_SRAM_WE / 1.62 / 2
after CTS: o_SRAM_WE / 1.67 / 2
final: o_SRAM_WE / 1.69 / 2
## report_power, final
part	switching, mW	internal, mW	total [mW]
logic	0.199	0.313	0.512
registers	0.118	0.695	0.813
clock network	0.219	0.360	0.579
Power is estimated from default activity; no workload was simulated.
