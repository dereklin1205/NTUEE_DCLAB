==> ./design.v <==
module Rsa256Core (
input i_clk,
input i_rst,
input i_start,
input [255:0] i_a,  
input [255:0] i_d,  
input [255:0] i_n,
output [255:0] o_a_pow_d,  
output o_finished
);
parameter S_IDLE = 2'b00;
parameter S_PREP = 2'b01;
parameter S_MONT = 2'b10;
parameter S_CALC = 2'b11;
reg[1:0] state_r, state_w;
reg[8:0] counter_r, counter_w;
reg[255:0] m_r, m_w, t_r, t_w, a_store_r, a_store_w, dec_w, dec_r;
reg enable_m_r, enable_m_w, p_start_w, p_start_r;
reg[255:0] out_r, out_w;
reg o_finished_r, o_finished_w;
assign o_a_pow_d = out_r;
assign o_finished = o_finished_r;
wire[255:0] mont_m, mont_t, mp_t;
wire done_m, done_t, done_mp_t;
ModuloProduct product(
.i_start(p_start_r),
.i_clk(i_clk),
.i_rst(i_rst),
.i_N(i_n),
.i_b(a_store_r),
.o_result(mp_t),
.o_done(done_mp_t)
);
Montgomery calc_m (
.m_start(enable_m_r),
.i_clk(i_clk),
.i_rst(i_rst),
.i_N(i_n),
.i_a(m_r),  
.i_b(t_r),  
.o_result(mont_m),
.o_done(done_m)
);
Montgomery calc_t(
.m_start(enable_m_r),
.i_clk(i_clk),
.i_rst(i_rst),
.i_N(i_n),
.i_a(t_r),  
.i_b(t_r),  
.o_result(mont_t),
.o_done(done_t)
);
always_comb begin
    a_store_w = a_store_r;
counter_w = counter_r;
p_start_w = 0;
dec_w = dec_r;
case(state_r)
S_IDLE:begin
if(i_start)begin
state_w = S_PREP;
a_store_w = i_a;
p_start_w = 1;
dec_w = i_d;
end else begin
state_w = S_IDLE;
a_store_w = a_store_r;
end
end
S_PREP:begin
if(done_mp_t)begin
state_w = S_MONT;
end else begin
state_w = S_PREP;
end
end
S_MONT:begin
if(done_m & done_t)begin
state_w = S_CALC;
counter_w = counter_r + 1;
dec_w = dec_r >> 1;
end else begin
state_w = S_MONT;
end
end
S_CALC:begin
if(counter_r[8]) begin
state_w = S_IDLE;
counter_w = 0;
end else begin
state_w = S_MONT;
end
end
default: begin
state_w = S_IDLE;
end
endcase
end
always_comb begin
enable_m_w = 0;
case(state_r)
S_IDLE:begin
m_w = m_r;
t_w = t_r;
o_finished_w = 0;
out_w = out_r;
end
S_PREP:begin
o_finished_w = o_finished_r;
out_w = out_r;
if(done_mp_t)begin
t_w = mp_t;
m_w = 1;
enable_m_w = 1;
end else begin
t_w = t_r;
m_w = m_r;
end
end
S_MONT:begin
o_finished_w = o_finished_r;
out_w = out_r;
if(done_m & done_t)begin
if(dec_r[0]) begin
m_w = mont_m;
end else begin
m_w = m_r;
end
t_w = mont_t;
end else begin
t_w = t_r;
m_w = m_r;
end
end
S_CALC:begin
t_w = t_r;
m_w = m_r;
if(counter_r[8]) begin
o_finished_w = 1;
out_w = m_r;
end else begin
o_finished_w = o_finished_r;
out_w = out_r;
enable_m_w = 1;
end
end
default: begin
m_w = m_r;
t_w = t_r;
o_finished_w = o_finished_r;
out_w = out_r;
end
endcase
end
always_ff @(posedge i_clk or posedge i_rst) begin
if(i_rst) begin
m_r <= 0;
t_r <= 0;
counter_r <= 0;
state_r <= S_IDLE;
out_r <= 0;
o_finished_r <= 0;
enable_m_r <= 0;
p_start_r <= 0;
a_store_r <= 0;
dec_r <= 0;
end else begin
m_r <= m_w;
t_r <= t_w;
counter_r <= counter_w;
state_r <= state_w;
out_r <= out_w;
o_finished_r <= o_finished_w;
enable_m_r <= enable_m_w;
p_start_r <= p_start_w;
a_store_r <= a_store_w;
dec_r <= dec_w;
end
end
endmodule
module Montgomery(
input m_start,
input i_clk,
input i_rst,
input [255:0] i_N,
input [255:0] i_a,
input [255:0] i_b,
output [255:0] o_result,
output o_done
);
logic [257:0] m_r, m_w, a_r, a_w;
logic [8:0] counter_r, counter_w;
logic done_w, done_r;
assign o_done = done_r;
assign o_result = m_r[255:0];
always_comb begin
case (counter_r)
    0: begin
        m_w = 0;
        a_w = i_a;
        done_w = 0;
        if(m_start) begin
            counter_w = counter_r + 1;
        end else begin
            counter_w = counter_r;
        end    
    end
    257: begin
        a_w = a_r;
        done_w = 0;
        if(m_r >= i_N)begin
            m_w = m_r - i_N ;
        end else begin
            m_w = m_r ;
        end
        counter_w = counter_r + 1;
    end
    258: begin
        a_w = a_r;
        done_w = 1;
        m_w = m_r ;
        counter_w = 0;
    end
    default: begin
    done_w = 0;
    case ({a_r[0], m_r[0], i_b[0]})
    3'b100:begin
        m_w = (m_r + i_b) >> 1;
    end
    3'b111: begin
        m_w = (m_r + i_b) >> 1;
    end
    3'b101:begin
        m_w = (m_r + i_b + i_N) >> 1;
    end
    3'b110:begin
        m_w = (m_r + i_b + i_N) >> 1;
    end
    3'b011:begin
        m_w = (m_r + i_N) >> 1;
    end
    3'b010:begin
        m_w = (m_r + i_N) >> 1;
    end
    default: begin
        m_w = m_r >> 1;
    end
endcase
    a_w = a_r >> 1;
    counter_w = counter_r + 1;
end
endcase
end
always_ff @(posedge i_clk or posedge i_rst) begin
    if(i_rst)begin
        counter_r <= 0;
        m_r <= 0;
        done_r <= 0;
        a_r <= 0;
    end else begin
        a_r <= a_w;
        counter_r <= counter_w;
        m_r <= m_w;
        done_r <= done_w;
    end
end
endmodule
module ModuloProduct(
input i_start,
input i_clk,
input i_rst,
input [255:0] i_N,
input [255:0] i_b,
output [255:0] o_result,
output o_done
);
logic[256:0] t_r, t_w;
logic [8:0] counter_r, counter_w;
logic done_w, done_r;
assign o_done = done_r;
assign o_result = t_r[255:0];
always_comb begin
    case (counter_r)
        0: begin
        if(i_start) begin
            counter_w = counter_r + 1;
            t_w = i_b;
            done_w = 0;
        end else begin
            counter_w = 0;
            t_w = t_r;
            done_w = 0;
        end
        end
        257: begin
            done_w = 1;
            t_w = t_r;
            counter_w = 0;
        end
        default: begin
            done_w = 0;
        if ((t_r + t_r) >= i_N)begin
            t_w = (t_r << 1) - i_N;
        end else begin
            t_w = t_r << 1 ;
        end
        counter_w = counter_r + 1;
        end
    endcase
end
always_ff @(posedge i_clk or posedge i_rst) begin
    if(i_rst)begin
        counter_r <= 0;
        t_r <= 0;
        done_r <= 0;
    end else begin
        counter_r <= counter_w;
        t_r <= t_w;
        done_r <= done_w;
    end
end
endmodule
module Rsa256Wrapper (
    input         avm_rst,
    input         avm_clk,
    output  [4:0] avm_address,
    output        avm_read,
    input  [31:0] avm_readdata,
    output        avm_write,
    output [31:0] avm_writedata,
    input         avm_waitrequest
);
localparam RX_BASE     = 0*4;
localparam TX_BASE     = 1*4;
localparam STATUS_BASE = 2*4;
localparam TX_OK_BIT   = 6;
localparam RX_OK_BIT   = 7;
localparam S_GET_KEY_1      = 0;
localparam S_GET_DATA       = 1;
localparam S_WAIT_CALCULATE = 2;
localparam S_GET_KEY_2      = 3;
localparam S_SEND_DATA      = 4;
localparam S_DONE = 5;
logic [255:0] n_r, n_w, d_r, d_w, enc_r, enc_w, dec_r, dec_w;
logic [2:0] state_r, state_w;
logic [6:0] bytes_counter_r, bytes_counter_w;
logic [4:0] avm_address_r, avm_address_w;
logic avm_read_r, avm_read_w, avm_write_r, avm_write_w;
logic rsa_start_r, rsa_start_w;
logic rsa_finished;
logic [255:0] rsa_dec;
assign avm_address      = avm_address_r;
assign avm_read         = avm_read_r;
assign avm_write        = avm_write_r;
assign avm_writedata    = dec_r[247-:8];
Rsa256Core rsa256_core(
    .i_clk(avm_clk),
    .i_rst(avm_rst),
    .i_start(rsa_start_r),
    .i_a(enc_r),
    .i_d(d_r),
    .i_n(n_r),
    .o_a_pow_d(rsa_dec),
    .o_finished(rsa_finished)
);
task StartRead;
    input [4:0] addr;
    begin
        avm_read_w      = 1;
        avm_write_w     = 0;
        avm_address_w   = addr;
    end
endtask
task StartWrite;
    input [4:0] addr;
    begin
        avm_read_w      = 0;
        avm_write_w     = 1;
        avm_address_w   = addr;
    end
endtask
always_comb begin
   n_w = n_r;
   d_w = d_r;
   enc_w = enc_r;
   dec_w = dec_r;
   avm_address_w = avm_address_r;
   avm_read_w = avm_read_r;
   avm_write_w = avm_write_r;
   state_w = state_r;
   bytes_counter_w = bytes_counter_r;
   rsa_start_w = rsa_start_r;
   case(state_r)
   S_GET_DATA:begin
       if((!avm_waitrequest) ) begin
        StartRead(STATUS_BASE);
        state_w = S_GET_DATA;
           if(bytes_counter_r <= 32)begin
               n_w = {n_r[247:0], avm_readdata[7:0]};
           end else begin
               if(bytes_counter_r <= 64)begin
                    d_w = {d_r[247:0], avm_readdata[7:0]};
               end else begin
                   enc_w = {enc_r[247:0], avm_readdata[7:0]};
               end 
           end
           state_w = S_GET_KEY_1;
           avm_address_w = STATUS_BASE;
           if(bytes_counter_r == 96)begin
                state_w = S_WAIT_CALCULATE;
                rsa_start_w = 1;
            end 
       end else begin
            state_w = S_GET_DATA;
            StartRead(RX_BASE);
       end
   end
   S_GET_KEY_1:begin
       if((!avm_waitrequest) && (avm_readdata[RX_OK_BIT])) begin
           state_w = S_GET_DATA;
           StartRead(RX_BASE);
           bytes_counter_w = bytes_counter_r + 1;
       end else begin
            StartRead(STATUS_BASE);
            state_w = S_GET_KEY_1;
       end
   end
   S_WAIT_CALCULATE:begin
        rsa_start_w = 0;
        StartRead(STATUS_BASE);
       if(rsa_finished) begin
           dec_w = rsa_dec;
           state_w = S_GET_KEY_2;
           bytes_counter_w = 0;
       end else begin
           state_w = S_WAIT_CALCULATE;
       end
   end
   S_SEND_DATA:begin
       if((!avm_waitrequest) ) begin
           StartRead(STATUS_BASE);
           if (bytes_counter_r <= 30) begin
                state_w = S_GET_KEY_2;
                dec_w = dec_r << 8;
           end else begin
                dec_w = 0;
                enc_w = 0;
                state_w = S_GET_KEY_1;
                bytes_counter_w = 64;
           end
       end else begin
           StartWrite(TX_BASE);
           state_w = S_SEND_DATA;
       end
   end
   S_GET_KEY_2:begin      
       if((!avm_waitrequest) && (avm_readdata[TX_OK_BIT])) begin
           state_w = S_SEND_DATA;
           StartWrite(TX_BASE);
           bytes_counter_w = bytes_counter_r + 1;
       end else begin
            StartRead(STATUS_BASE);
            state_w = S_GET_KEY_2;
       end  
   end
   default :begin
        n_w = n_r;
        d_w = d_r;
        enc_w = enc_r;
        dec_w = dec_r;
        avm_address_w = avm_address_r;
        avm_read_w = 1;
        avm_write_w = 0;
        state_w = state_r;
        bytes_counter_w = 0;
        rsa_start_w = 0;
   end
   endcase
end
always_ff @(posedge avm_clk or posedge avm_rst) begin
    if (avm_rst) begin
        n_r             <= 0;
        d_r             <= 0;
        enc_r           <= 0;
        dec_r           <= 0;
        avm_address_r   <= STATUS_BASE;
        avm_read_r      <= 1;
        avm_write_r     <= 0;
        state_r         <= S_GET_KEY_1;
        bytes_counter_r <= 0;
        rsa_start_r     <= 0;
    end else begin
        n_r             <= n_w;
        d_r             <= d_w;
        enc_r           <= enc_w;
        dec_r           <= dec_w;
        avm_address_r   <= avm_address_w;
        avm_read_r      <= avm_read_w;
        avm_write_r     <= avm_write_w;
        state_r         <= state_w;
        bytes_counter_r <= bytes_counter_w;
        rsa_start_r     <= rsa_start_w;
    end
end
endmodule
==> ./run.sh <==
#!/bin/bash
# OpenROAD 26Q1-2900-gdf79404cd8, Yosys 0.63+post, stock flow scripts
make -C /OpenROAD-flow-scripts/flow DESIGN_CONFIG=/design/flow/config.mk WORK_HOME=/design/flow/orfs finish
==> ./config.mk <==
export PLATFORM = sky130hd
export DESIGN_NAME = Rsa256Wrapper
export DESIGN_NICKNAME = Rsa256Wrapper
export VERILOG_FILES = /design/flow/design.v
export SDC_FILE = /design/flow/constraint.sdc
export NUM_CORES = 4
export LEC_CHECK = 1
export CORE_UTILIZATION = 30
export SYNTH_HDL_FRONTEND = slang
==> ./constraint.sdc <==
current_design Rsa256Wrapper

set clk_period 94.4
set clk_io_pct 0.2

create_clock -name clk0 -period $clk_period [get_ports {avm_clk}]

set non_clock_inputs [all_inputs -no_clocks]
set_input_delay [expr $clk_period * $clk_io_pct] -clock clk0 $non_clock_inputs
set_output_delay [expr $clk_period * $clk_io_pct] -clock clk0 [all_outputs]
==> results.py <==
# Synthesis and PnR figures
metrics = {
    "sta": {
        "slew_violations": 0,
        "clock_skew_ns": 0.148,
        "tightest_slew_ns": 1.32,
        "timing.slew.headroom_pct": 12.0,
        "fin_setup_tns_ns": 0,
        "period_used_pct": 25.4,
        "rsz0062_at_grt": "false",
        "setup_ws_ns": 70.43,
        "fmax_mhz": 41.7,
        "post-route-min-period_ns": 23.97,
        "hold_viol": 0,
        "finalSetupViolCount": 0,
    },
    "worst_setup_path": {
        "path_common_cell": "buf_4",
        "cp.required_ns": 95.56,
        "r2r_start": "rsa256_core.t_r[1]",
        "critPathLaunchType": "input pin",
        "worst_ep_arrival_time_ns": 25.13,
        "critPathSlowestCell": "buf_4",
        "path_cells": "clkdlybuf4s50_1 -> clkinvlp_4 -> buf_4 -> buf_4 -> buf_4 -> buf_4 -> buf_4 -> buf_4 -> buf_12 -> buf_4 -> buf_4",
        "slowest_delay_ns": 0.68,
        "r2r_slack_ns": 81.66,
        "r2r_cells": 34,
        "path_class": "in2async",
        "reg2reg_to": "rsa256_core.calc_t.m_r[244]",
        "setup.worst_path.end_class": "async pin",
        "critical_path_peak_fanout": 120,
    },
    "hold_path": {
        "holdPathStages": 2,
        "holdPathEnd": "dec_r[4]",
        "holdCritStartpoint": "dec_r[4]",
        "min-delay-path-class": "reg2reg",
    },
    "grt": {
        "grt_usage_pct": 34.5,
        "met3_usage_pct": 22.2,
        "grt.overflow.total": 0,
        "grt_start_max_net_pins": 171,
        "grt_busiest_layer": "met1",
        "grtUsageMet1_pct": 56.0,
        "grt_use_met2_pct": 37.3,
        "grt_pass1_vias": 271000,
        "antenna_found_initial": 86,
        "grt_pass1_wl_mm": 2260,
    },
    "pwr": {
        "peakVddDrop_mv": 0.0194,
        "p_leak_nw": 138,
        "powerDensity_mw_per_mm2": 18.8,
    },
    "drt": {
        "final_antenna_net_count": 0,
        "wl_per_cell_um": 33.8,
        "first_pass_iters": 9,
        "drtIter0Drc": 28200,
        "routed_wl_mm": 1670,
        "route.vias.total": 287000,
        "drc_errors": 0,
        "vias_per_cell": 5.79,
    },
    "final_layout": {
        "final_cells": 49500,
        "final_core_util_pct": 33.4,
        "design_area_mm2": 0.321,
        "n_fill_cell": 100000,
        "area_delta_synth_final_pct": 10.8,
        "layout-drive-gt1-share_pct": 7.97,
    },
    "clocking": {
        "cts.sinks": 3635,
        "tritoncts": "yes",
        "h-tree-depth": 5,
        "cts_buffers": 425,
        "cts_resized": 0,
        "root_buffer": "clkbuf_16",
        "cts_hold_buf": 0,
        "clk_pin_slew_ns": 0.06,
        "clock_path_buffers": 5,
        "post_cts_buffers": 0,
        "clk-insertion-delay-late_ns": 1.16,
    },
    "logic_synthesis": {
        "ff_type": "dfrtp_1",
        "top_cell_area_share_pct": 31.4,
        "post_synth.cell_area_avg_um2": 7.87,
        "ys_cells": 36800,
        "synth_cell_types": 120,
        "async_flop_share_pct": 100,
        "yosysWarningCount": 0,
        "synthCells": 36800,
        "topCellsByArea": "dfrtp_1 31%, ha_1 7.8%, a21oi_1 7.3%, nand2_1 6.9%, o21ai_0 6.7%",
        "largest_area_cell": "dfrtp_1",
        "synth-edff-count": 0,
        "ys_seq_share_pct": 31.4,
        "ys_ff": 3635,
        "syn_area_mm2": 0.290,
        "yosys_area_mm2": 0.290,
    },
    "floorplan": {
        "die_h_um": 985,
        "die-area_mm2": 0.970,
        "fp-row-count": 360,
        "dieWidth_um": 985,
        "core_mm2": 0.962,
        "io_pins": 74,
        "fp_util_pct": 30.1,
    },
    "placement": {
        "dp_hpwl_mm": 1430,
        "postPlaceCellArea_mm2": 0.306,
        "portBuffers": 22,
        "dp.cells": 48600,
        "place_congestion": 1.05,
        "place_ws_ns": 69.10,
    },
    "job": {
        "cap_violations": 0,
        "warnings": 136,
    },
    "outcome": {
        "status": "completed",
    },
}
-- cell usage after synthesis (96+ instances only) --
master	number
nand2_1	5307
and3_1	334
o21bai_1	617
xnor2_1	1082
nor3_1	489
o221ai_1	295
or2_2	96
a22oi_1	347
a21boi_0	159
o21a_1	271
clkbuf_1	2063
o31ai_1	175
a21o_1	723
inv_1	943
nor2_1	3002
nor4_1	196
o21ai_1	268
mux2i_1	1050
a21oi_1	4245
a221oi_1	364
ha_1	1810
dfrtp_1	3631
o21ai_0	3885
a31oi_1	248
nand3_1	552
o211ai_1	144
nor2b_1	120
a211oi_1	163
xor2_1	683
nand2b_1	138
nand4_1	964
o22ai_1	233
a22o_1	269
buf_2	141
or3_1	138
mux2_2	775
-- sequential cells by signal, summed over array words and instances (netlist names), 2 cells and up --
register / count
rsa256_core.m_r: 256
rsa256_core.calc_t.m_r: 258
rsa256_core.calc_m.counter_r: 9
bytes_counter_r: 7
n_r: 256
rsa256_core.dec_r: 256
enc_r: 256
avm_address: 2
rsa256_core.o_a_pow_d: 248
rsa256_core.counter_r: 9
state_r: 5
rsa256_core.calc_m.m_r: 258
rsa256_core.product.counter_r: 9
rsa256_core.calc_m.a_r: 256
rsa256_core.calc_t.counter_r: 9
rsa256_core.state_r: 4
d_r: 256
rsa256_core.calc_t.a_r: 256
rsa256_core.product.t_r: 256
rsa256_core.t_r: 256
dec_r: 248
rsa256_core.a_store_r: 256
-- power by group --
| part | internal (mW) | switching (mW) |
|---|---|---|
| sequential | 1.61 | 0.304 |
| combinational | 0.571 | 1.86 |
| clock | 0.991 | 0.708 |
-- cells by family after synthesis --
family / share of synthesized area [%]
adder cells (fa/ha/maj): 7.86
other: 0.00129
XOR/XNOR: 5.33
buffers and inverters: 4.40
multiplexers: 6.64
AND/OR/NAND/NOR: 17.6
AND-OR/OR-AND: 26.8
flip-flops: 31.4
-- per-stage QoR --
| stage | power [mW] | hold slack [ns] |
|---|---|---|
| CTS | 5.92 | 0.469 |
| global placement | 4.22 | 0.452 |
| finish | 6.04 | 0.463 |
| global route | 6.27 | 0.487 |
| detailed placement | 4.19 | 0.456 |
| floorplan | 2.96 | 0.431 |
-- worst max path at each step --
stage	start	to	cells after the start
4_1_cts	avm_rst	rsa256_core.product.t_r[250]	11
5_1_grt	avm_rst	rsa256_core.product.t_r[250]	11
6_report	avm_rst	rsa256_core.product.t_r[250]	11
-- per-layer routing --
metal,vias up,wire length (um)
met1,142000,831000
met2,10600,535000
li1,133000,-
met3,961,271000
met5,-,1490
met4,12,32800
-- worst max-delay path, delay by kind of cell --
family | cells | cell delay [ns]
buffers and inverters | 11 | 5.86
-- layout make-up --
type | count | area, um^2 | area share (%)
multi-input cells | 30000 | 187000 | 58.1
flip-flops and latches | 3635 | 91000 | 28.3
well taps | 12900 | 16100 | 5.01
clock buffers | 601 | 12100 | 3.77
repair buffers | 1177 | 9120 | 2.84
inverters | 947 | 3570 | 1.11
clock inverters | 159 | 2110 | 0.658
diodes | 154 | 385 | 0.120
-- layout by cell type, fill, tap and decap left out, drive strengths merged, types with 775 or more instances in the layout --
cell type	instances
dfrtp	3631
nand2	5308
ha	1810
buf	1156
mux2	775
a21oi	4249
nor2	3004
inv	973
nand4	964
o21ai	4158
xnor2	1082
mux2i	1050
Power and IR drop assume default switching activity.
